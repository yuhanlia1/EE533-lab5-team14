### flow/run.sh
#!/bin/bash
# OpenROAD 26Q1-2900-gdf79404cd8, Yosys 0.63+post, stock flow scripts
make -C /OpenROAD-flow-scripts/flow DESIGN_CONFIG=/design/flow/config.mk WORK_HOME=/design/flow/orfs finish
### flow/config.mk
export PLATFORM = sky130hd
export DESIGN_NAME = Regfiles
export DESIGN_NICKNAME = Regfiles
export VERILOG_FILES = /design/flow/design.v
export SDC_FILE = /design/flow/constraint.sdc
export NUM_CORES = 4
export LEC_CHECK = 1
export CORE_UTILIZATION = 30
### flow/constraint.sdc
current_design Regfiles

set clk_period 15.5
set clk_io_pct 0.2

create_clock -name clk0 -period $clk_period [get_ports {CLK}]

set non_clock_inputs [all_inputs -no_clocks]
set_input_delay [expr $clk_period * $clk_io_pct] -clock clk0 $non_clock_inputs
set_output_delay [expr $clk_period * $clk_io_pct] -clock clk0 [all_outputs]
### flow/design.v
`timescale 1ns / 1ps
module DFF_64_en(
    input        en,
    input        rst_n,
    input [63:0] data_in,
    input        CLK,
    output reg [63:0] data_out
);
    always @(posedge CLK or negedge rst_n) begin
        if (!rst_n)
            data_out <= 64'b0;
        else if (en)
            data_out <= data_in;
    end
endmodule
module Regfiles(
    input  [3:0]  r0addr,
    input  [3:0]  r1addr,
    input         wena,
    input         CLK,
    input         rst_n,
    input  [3:0]  waddr,
    input  [63:0] wdata,
    output reg [63:0] r0data,
    output reg [63:0] r1data
);
    localparam [3:0] R0 = 4'h0;
    localparam [3:0] R1 = 4'h1;
    localparam [3:0] R2 = 4'h2;
    localparam [3:0] R3 = 4'h3;
    localparam [3:0] R4 = 4'h4;
    localparam [3:0] R5 = 4'h5;
    localparam [3:0] R6 = 4'h6;
    localparam [3:0] R7 = 4'h7;
    localparam [3:0] R8 = 4'h8;
    localparam [3:0] R9 = 4'h9;
    localparam [3:0] RA = 4'hA;
    localparam [3:0] RB = 4'hB;
    localparam [3:0] RC = 4'hC;
    localparam [3:0] RD = 4'hD;
    localparam [3:0] RE = 4'hE;
    localparam [3:0] RF = 4'hF;
    wire [15:0] R_en;
    assign R_en[0]  = wena & (waddr == R0);
    assign R_en[1]  = wena & (waddr == R1);
    assign R_en[2]  = wena & (waddr == R2);
    assign R_en[3]  = wena & (waddr == R3);
    assign R_en[4]  = wena & (waddr == R4);
    assign R_en[5]  = wena & (waddr == R5);
    assign R_en[6]  = wena & (waddr == R6);
    assign R_en[7]  = wena & (waddr == R7);
    assign R_en[8]  = wena & (waddr == R8);
    assign R_en[9]  = wena & (waddr == R9);
    assign R_en[10] = wena & (waddr == RA);
    assign R_en[11] = wena & (waddr == RB);
    assign R_en[12] = wena & (waddr == RC);
    assign R_en[13] = wena & (waddr == RD);
    assign R_en[14] = wena & (waddr == RE);
    assign R_en[15] = wena & (waddr == RF);
    wire [63:0] DFF_out_0;
    wire [63:0] DFF_out_1;
    wire [63:0] DFF_out_2;
    wire [63:0] DFF_out_3;
    wire [63:0] DFF_out_4;
    wire [63:0] DFF_out_5;
    wire [63:0] DFF_out_6;
    wire [63:0] DFF_out_7;
    wire [63:0] DFF_out_8;
    wire [63:0] DFF_out_9;
    wire [63:0] DFF_out_10;
    wire [63:0] DFF_out_11;
    wire [63:0] DFF_out_12;
    wire [63:0] DFF_out_13;
    wire [63:0] DFF_out_14;
    wire [63:0] DFF_out_15;
    DFF_64_en U0  (R_en[0],  rst_n, wdata, CLK, DFF_out_0);
    DFF_64_en U1  (R_en[1],  rst_n, wdata, CLK, DFF_out_1);
    DFF_64_en U2  (R_en[2],  rst_n, wdata, CLK, DFF_out_2);
    DFF_64_en U3  (R_en[3],  rst_n, wdata, CLK, DFF_out_3);
    DFF_64_en U4  (R_en[4],  rst_n, wdata, CLK, DFF_out_4);
    DFF_64_en U5  (R_en[5],  rst_n, wdata, CLK, DFF_out_5);
    DFF_64_en U6  (R_en[6],  rst_n, wdata, CLK, DFF_out_6);
    DFF_64_en U7  (R_en[7],  rst_n, wdata, CLK, DFF_out_7);
    DFF_64_en U8  (R_en[8],  rst_n, wdata, CLK, DFF_out_8);
    DFF_64_en U9  (R_en[9],  rst_n, wdata, CLK, DFF_out_9);
    DFF_64_en U10 (R_en[10], rst_n, wdata, CLK, DFF_out_10);
    DFF_64_en U11 (R_en[11], rst_n, wdata, CLK, DFF_out_11);
    DFF_64_en U12 (R_en[12], rst_n, wdata, CLK, DFF_out_12);
    DFF_64_en U13 (R_en[13], rst_n, wdata, CLK, DFF_out_13);
    DFF_64_en U14 (R_en[14], rst_n, wdata, CLK, DFF_out_14);
    DFF_64_en U15 (R_en[15], rst_n, wdata, CLK, DFF_out_15);
    always @(*) begin
        case (r0addr)
            R0: r0data = DFF_out_0;
            R1: r0data = DFF_out_1;
            R2: r0data = DFF_out_2;
            R3: r0data = DFF_out_3;
            R4: r0data = DFF_out_4;
            R5: r0data = DFF_out_5;
            R6: r0data = DFF_out_6;
            R7: r0data = DFF_out_7;
            R8: r0data = DFF_out_8;
            R9: r0data = DFF_out_9;
            RA: r0data = DFF_out_10;
            RB: r0data = DFF_out_11;
            RC: r0data = DFF_out_12;
            RD: r0data = DFF_out_13;
            RE: r0data = DFF_out_14;
            RF: r0data = DFF_out_15;
            default: r0data = 64'b0;
        endcase
        case (r1addr)
            R0: r1data = DFF_out_0;
            R1: r1data = DFF_out_1;
            R2: r1data = DFF_out_2;
            R3: r1data = DFF_out_3;
            R4: r1data = DFF_out_4;
            R5: r1data = DFF_out_5;
            R6: r1data = DFF_out_6;
            R7: r1data = DFF_out_7;
            R8: r1data = DFF_out_8;
            R9: r1data = DFF_out_9;
            RA: r1data = DFF_out_10;
            RB: r1data = DFF_out_11;
            RC: r1data = DFF_out_12;
            RD: r1data = DFF_out_13;
            RE: r1data = DFF_out_14;
            RF: r1data = DFF_out_15;
            default: r1data = 64'b0;
        endcase
    end
endmodule
==> impl_metrics.ini <==
; physical design summary
[timing]
setup_slack_ns = 4.853
fin_hold_ws_ns = 0.5132
setup_viol = 0
slew_viol_final = 0
max_freq_mhz = 93.92
finalHoldViolCount = 0
finClkSkew_ns = 0
setup_tns_ns = 0
tightest_slew_ns = 1.132
period_needed_ns = 10.65
finalClockPeriodUsage_pct = 68.69
relSlewSlack_pct = 24.34
rsz0062_at_grt = no

[layout]
area_delta_synth_final_pct = 14.86
lay_top_count = mux2_2
final_area_sq_um = 61910
drive_gt1_share_pct = 31.05
fin_cells = 7041
nFillCells = 17220
final_cell_mix = mux2_2, dfrtp_1, a22oi_1, mux2i_1, nor2_1

[cts]
cts.clk_slew.worst_paths_ns = 0.06
cts-buffers-inserted = 109
cts.sinks = 1024
clockBufferDepth = 3
insertion_delay_ns = 0.73
post_cts_buffers = 0
cts_tree = built
htreeDepth = 3
cts-root-buf = clkbuf_16
holdBufCountCts = 0
post_cts_resize_count = 0

[setup_path]
crit_required_ns = 12.40
crit_type = in -> out
r2r_setup_slack_ns = 14.63
setup.worst_path.end_class = output pin
r2r-start = U0.data_out[61]
cp_max_fo = 44
reg2reg_to = U0.data_out[61]
startpoint_type = input port
reg2regPathDepth = 1
cp.arrival_ns = 7.55

[placement]
pre_cts_ws_ns = 4.930
numPortBuffers = 206
dpl_cell_area_sq_um = 58230
dp.cells = 6838
post-dp-hpwl_microns = 128600
gp_congestion = 0.9355

[yosys]
yosysChipArea_sq_um = 53900
synthFlopType = dfrtp_1
synth_warnings = 2
async_flop_share_pct = 100.0
ys_ff = 1024
syn-instance-count = 4601
ys_cells = 4601
ys_seq_share_pct = 47.54
synth.avg_cell_area_sq_um = 11.71
synthesis.area_sq_um = 53900
ys_types = 54
synth-edff-count = 0

[route]
wl_microns = 217900
num_vias = 42380
first_iter_violations = 3895
dr.pass1.iters = 7
wire_per_inst_microns = 30.95
vias_per_cell = 6.019
drtAntennaViolNets = 0
drc = 0

[floorplan]
num_io_pins = 207
dieArea_sq_um = 181400
coreArea_sq_um = 178400
fp_util_pct = 30.21
chipHeight_microns = 425.9
die_w_microns = 425.9
std_cell_rows = 155

[pwr]
total_leakage_power_nw = 25.06
vdd_ir_drop_max_v = 0.00009642
pwr_density_cell_nw_per_um2 = 133.3

[run_status]
outcome = completed

[min_path]
hold_class = reg -> reg
holdPathStages = 1
min_delay_worst_endpoint = U2.data_out[61]
hp-start = U2.data_out[61]

[global_route]
antenna_found_initial = 26
grt_usage_pct = 24.49
grt_pass1_wl_microns = 311200
grt_max_degree = 127
gr-total-overflow = 0
grt_pass1_vias = 43160

[job]
warnings = 38
drv_cap = 0
registers in the layout, summed over array words and instances, names as in the netlist:
| name | flops |
|---|---|
| U0.data_out | 64 |
| U1.data_out | 64 |
| U10.data_out | 64 |
| U11.data_out | 64 |
| U12.data_out | 64 |
| U13.data_out | 64 |
| U14.data_out | 64 |
| U15.data_out | 64 |
| U2.data_out | 64 |
| U3.data_out | 64 |
| U4.data_out | 64 |
| U5.data_out | 64 |
| U6.data_out | 64 |
| U7.data_out | 64 |
| U8.data_out | 64 |
| U9.data_out | 64 |
synthesized netlist by cell type, types with 3 or more instances:
library cell     n  area, sq um
nand3b_1        15        112.6
nand3_1         12        60.06
nand2b_1        57        356.6
o221ai_1        67        586.8
o21ai_0         19        95.09
a22o_1          22        192.7
clkbuf_1       207        777.0
a31oi_1         64        400.4
o22ai_1         66        412.9
o211ai_1        88        660.6
mux2_2        1081        12170
a32o_1          12        120.1
and2_1           8        50.05
a2bb2oi_1       45        394.1
buf_4           11        82.58
a221oi_1        47        411.6
buf_1           18        67.56
buf_6            6        67.56
nand2_1        143        536.8
a222oi_1         9        90.09
inv_1           13        48.80
nor2b_1         34        212.7
a211oi_1         6        45.04
dfrtp_1       1024        25620
a211o_1         12        105.1
a21oi_1        209         1046
o32a_1         103         1031
a22oi_1        362         2718
nor2_1         286         1074
o22a_1          18        157.7
mux2i_1        277         2773
or3_1            5        31.28
buf_2          216         1081
a2111oi_0        8        70.07
nor3_1           3        15.01
final cells by class:
type / instances / area, sq um / share of cell area (%)
antenna: 10 / 25.02 / 0.04042
sequential: 1024 / 25620 / 41.39
inverter: 15 / 56.30 / 0.09095
timing repair buffer: 340 / 3173 / 5.125
clock buffer: 159 / 3267 / 5.277
clock inverter: 34 / 384.1 / 0.6205
tap: 2355 / 2947 / 4.760
multi-input combinational: 3104 / 26430 / 42.69
cells by family after synthesis:
family                 Yosys count  share of synthesized area [%]
DFF                           1024                          47.54
and+or+nand+nor                582                          4.819
buffers and inverters          473                          3.956
muxes                         1358                          27.73
AOI/OAI and AO/OA             1164                          15.95
where the power goes:
| group | switching [mW] | internal (mW) |
|---|---|---|
| logic | 0.806 | 0.951 |
| clock network | 1.13 | 1.57 |
| registers | 0.493 | 3.30 |
worst max-delay path by stage:
| stage | from | endpoint | slack [ns] | cells after the start |
|---|---|---|---|---|
| after CTS | r0addr[0] | r0data[9] | 4.90 | 9 |
| after global routing | r0addr[0] | r0data[9] | 4.77 | 9 |
| final | r0addr[0] | r0data[9] | 4.85 | 9 |
worst max-delay path, stage by stage:
cell	delay, ns
buf_4	0.46
buf_4	0.53
buf_4	0.65
nor2_1	0.20
nand2_4	0.57
buf_4	0.74
nor2_1	0.09
a31oi_1	0.55
clkdlybuf4s50_1	0.59
per-stage QoR:
| stage | utilization, % | total power [mW] |
|---|---|---|
| 2_1_floorplan | - | 4.814 |
| 4_1_cts | 34.68 | 8.271 |
| 5_1_grt | 34.70 | 8.594 |
| 3_5_place_dp | 32.64 | 5.566 |
| 6_report | 34.70 | 8.251 |
| 3_3_place_gp | 32.64 | 5.523 |
metal layers:
metal	track usage, %	wire length [microns]	vias up
li1	-	-	17490
met1	29.97	78840	21630
met2	37.19	99300	2430
met3	8.664	23100	807
met4	15.23	16430	28
met5	0.3175	260	-
Power figures rest on the tool's default switching activity, not on a simulated workload.
