==> design.v <==
`timescale 1ns/1ps
module reg_EX (
	input clk,
	input rst_n,
	input en_reg,
	input WRegEn_in, 	 
	input WMemEn_in,
	input [63:0] r0data_in,	 
	input [63:0] r1data_in,
	input [3:0] WReg1_in,
	output reg WRegEn, 	
	output reg WMemEn,
	output reg [63:0] r0data,
	output reg [63:0] r1data,
	output reg [3:0] WReg1
);
always @(posedge clk or negedge rst_n) begin 
	if (!rst_n) begin
		WRegEn	<= 	4'b0;	
		WMemEn  <= 	4'b0;
		r0data  <= 	64'b0;
		r1data  <= 	64'b0;
		WReg1   <= 	4'b0;
	end else if (en_reg) begin
		WRegEn	<= 	WRegEn_in;	
		WMemEn  <= 	WMemEn_in;
		r0data  <= 	r0data_in;
		r1data  <= 	r1data_in;
		WReg1   <= 	WReg1_in;
	end
end
endmodule 
==> run.sh <==
#!/bin/bash
# OpenROAD 26Q1-2900-gdf79404cd8, Yosys 0.63+post, stock flow scripts
make -C /OpenROAD-flow-scripts/flow DESIGN_CONFIG=/design/flow/config.mk WORK_HOME=/design/flow/orfs finish
==> config.mk <==
export PLATFORM = sky130hd
export DESIGN_NAME = reg_EX
export DESIGN_NICKNAME = reg_EX
export VERILOG_FILES = /design/flow/design.v
export SDC_FILE = /design/flow/constraint.sdc
export NUM_CORES = 4
export LEC_CHECK = 1
export CORE_UTILIZATION = 30
==> constraint.sdc <==
current_design reg_EX

set clk_period 1.5
set clk_io_pct 0.2

create_clock -name clk0 -period $clk_period [get_ports {clk}]

set non_clock_inputs [all_inputs -no_clocks]
set_input_delay [expr $clk_period * $clk_io_pct] -clock clk0 $non_clock_inputs
set_output_delay [expr $clk_period * $clk_io_pct] -clock clk0 [all_outputs]
==> Changelog: implementation <==
### Changed

- Yosys cell count: approximately 280
- Num Clock Sinks: ~130
- Syn Area/Cell: roughly 18 µm²
- Clock skew: 0 ns
- Worst setup path end: r0data[45]
- Total GRT Usage: 0.152
- H-tree Lvls: 4
- Die y size: approximately 130 µm
- Vias per inst: approximately 4.3
- Detail Route Antenna Nets: 0
- Worst R2R Setup Slack: between 0.6 and 0.7 ns
- Worst Setup SP: r0data[45]
- Vias in the first global route: a little under 4000
- Final Wtd Congestion: a little over 0.8
- Core area: approximately 17000 µm²
- VDD IR-drop max: about 0.77 mV
- Synth area leaders: dfrtp_1, mux2_4, mux2_2
- Worst slack at placement: 0.230 ns
- Layout cells sized above 1: 0.327
- Crit Path Class: reg2out
- Final period util: 0.904
- CP max stage cell: dfrtp_1
- GRT met1 Usage: 0.211
- Most used routing layer: met2
- Crit path DAT: roughly 1.1 ns
- CTS Buffer Depth: 2
- Synthesized cell area: 5210 µm²
- Placed Area: around 8200 µm²
- Row count: roughly 47
- Die area: about 18000 µm²
- I/O pins: 271
- CP peak stage delay: about 0.4 ns
- Commonest flop: dfrtp_1
- Root Buffer: clkbuf_16
- Area Overhead vs Synth: 68.9%
- Hold Fails Final Rpt: 0
- Initial antenna violation count: 0
- Final min period: 1.36 ns
- Number of enable flip-flop cells: 0
- CTS Buf Count: 17
- CTS tree: built
- DRT Pass-1 Iters: 4
- First-pass GRT wire length: around 20000 µm
- Unrepaired setup endpoints after global routing: false
- PD cells: ~1100 nW/µm²
- Crit. End Element: output port
- Post-synth top cells: dfrtp_1, mux2_2, mux2_4, buf_6, buf_2
- Dominant cell area share: 0.643
- Crit. path cell count: 1
- Routed wire length: approximately 13000 µm
- Crit path cell chain: dlygate4sd2_1
- Routing usage on met2: 0.237
- Leakage: 4.07 nW
- Clk Latency, worst-skew pair: around 0.40 ns
- Post-route cell area: slightly below 9000 µm²
- Actual slew at the worst max-slew pin: roughly 1.0 ns
- Warnings from Yosys: 1
- Fmax: between 700 and 800 MHz
- Top-count cell post-synth: dfrtp_1
- Cell count after synthesis: between 200 and 300
- Setup WS post-layout: ~0.14 ns
- Die width: approximately 130 µm
- Yosys cell types: 5
- Final Max Slew Viols: 0
- Reg2Reg Depth: 2
- PortBufs: 270
- Synth area leader: dfrtp_1
- GR Util met3: 0.0621
- Max cap viols: 0
- Terminus of the critical flop-to-flop path: r1data[10]
- Cells after DPL: around 770
- Grt total ovfl: 0
- WP data required: about 1.2 ns
- Worst-path clk slew: 0.06 ns
- 1st-iter DRT viols: 84
- Total number of vias: approximately 3500
- Largest net degree at the start of global routing: 42
- Routed WL per cell: roughly 16 µm
- Flops after synth: around 130
- Crit-path leading delay family: flip-flops
- Post-Layout Cell Count: roughly 830
- Worst Path Buf+Inv: 1
- Setup Viol. Count Final: 0
- Slew HR: 0.323
- RR Startpoint: r1data[10]
- OpenROAD warning count: 25
- Worst-path fanout max: 2
- Startpoint type of the worst setup path: register
- YS chip area: roughly 5200 µm²
- Status: finished, final reports clean
- Min-delay worst type: in2reg
- HPWL after DPL: 9130 µm
- Antenna Cells: 0
- Seq share, synth: 0.643
- DR DRC count: 0
- Fill cells: roughly 1400
- Async S/R FF share, synth: 1.00
- Initial Util: 0.311
- Setup TNS: 0 ns
==> metrics by stage <==
step           hold slack, ns  power, mW   util
2_1_floorplan         0.00441       4.66      -
5_1_grt                 0.227       10.1  0.525
3_3_place_gp            0.181       5.93  0.489
3_5_place_dp            0.186       5.94  0.489
6_report                0.234       9.64  0.525
4_1_cts                 0.211       9.81  0.525
==> per-layer routing <==
layer  vias up  wire length [µm]
li1       1621                 -
met1      1748              5260
met2       154              6090
met3         9              1330
met4         0               151
met5         -                 0
==> flip-flops by register name, summed over array words and instances (netlist names) <==
name / flops
r0data: 64
r1data: 64
WReg1: 4
WMemEn: 1
WRegEn: 1
==> what timing repair did <==
action                                 4_1_cts  5_1_grt
hold buffers                                 2        0
resized                                    134        0
buffers inserted                            27        0
setup endpoints to repair                  134        0
endpoints found under the hold margin       22        0
==> cells by family (layout without fill, tap and decap cells) <==
| logic type | after synthesis | after routing | synth area share |
|---|---|---|---|
| flops | 134 | 134 | 0.643 |
| mux | 134 | 134 | 0.333 |
| buf+inv | 15 | 338 | 0.0240 |
==> cells in the final DEF (no fill, tap or decap) <==
| cell | instances |
|---|---|
| buf_12 | 5 |
| clkinv_4 | 1 |
| buf_6 | 2 |
| dfrtp_1 | 134 |
| clkinv_2 | 4 |
| dlygate4sd3_1 | 2 |
| mux2_2 | 74 |
| buf_4 | 30 |
| clkinvlp_4 | 2 |
| clkbuf_1 | 4 |
| dlygate4sd2_1 | 134 |
| clkbuf_8 | 1 |
| clkdlybuf4s50_1 | 134 |
| clkbuf_16 | 17 |
| mux2_4 | 60 |
| bufinv_16 | 2 |
==> worst min path at each step <==
stage                 startpoint    endpoint  slack [ns]  cells past startpoint
final                     en_reg  r0data[50]        0.23                      2
after CTS                 en_reg  r0data[50]        0.21                      2
after global routing      en_reg  r0data[50]        0.23                      2
==> cell type report <==
type,count,area [µm²],area share
sequential,134,3350,0.381
timing repair buffer,307,2880,0.327
clock buffer,22,454,0.0516
tap,220,275,0.0313
multi-input combinational,134,1730,0.197
clock inverter,9,104,0.0118
==> power by group <==
part | switching, mW | leakage [nW] | internal [mW]
Clock | 1.46 | 0.270 | 2.47
Combinational | 0.393 | 2.23 | 1.17
Sequential | 0.168 | 1.57 | 3.98
Power is estimated from default activity; no workload was simulated.
