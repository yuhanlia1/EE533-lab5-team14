==> design/flow/design.v <==
`timescale 1ns/1ps
module reg_ID (
	input clk,
	input rst_n,
	input en_reg,
	input WRegEn_in, 	 
	input WMemEn_in,
	input [63:0] r0data_in,	 
	input [63:0] r1data_in,
	input [3:0] WReg1_in,
	output reg WRegEn, 	
	output reg WMemEn,
	output reg [63:0] r0data,
	output reg [63:0] r1data,
	output reg [3:0] WReg1
);
always @(posedge clk or negedge rst_n) begin 
	if (!rst_n) begin
		WRegEn	<= 	4'b0;	
		WMemEn  <= 	4'b0;
		r0data  <= 	64'b0;
		r1data  <= 	64'b0;
		WReg1   <= 	4'b0;
	end else if (en_reg) begin
		WRegEn	<= 	WRegEn_in;	
		WMemEn  <= 	WMemEn_in;
		r0data  <= 	r0data_in;
		r1data  <= 	r1data_in;
		WReg1   <= 	WReg1_in;
	end
end
endmodule 
==> design/flow/run.sh <==
#!/bin/bash
# OpenROAD 26Q1-2900-gdf79404cd8, Yosys 0.63+post, stock flow scripts
make -C /OpenROAD-flow-scripts/flow DESIGN_CONFIG=/design/flow/config.mk WORK_HOME=/design/flow/orfs finish
==> design/flow/config.mk <==
export PLATFORM = sky130hd
export DESIGN_NAME = reg_ID
export DESIGN_NICKNAME = reg_ID
export VERILOG_FILES = /design/flow/design.v
export SDC_FILE = /design/flow/constraint.sdc
export NUM_CORES = 4
export LEC_CHECK = 1
export CORE_UTILIZATION = 30
==> design/flow/constraint.sdc <==
current_design reg_ID

set clk_period 1.5
set clk_io_pct 0.2

create_clock -name clk0 -period $clk_period [get_ports {clk}]

set non_clock_inputs [all_inputs -no_clocks]
set_input_delay [expr $clk_period * $clk_io_pct] -clock clk0 $non_clock_inputs
set_output_delay [expr $clk_period * $clk_io_pct] -clock clk0 [all_outputs]
==> results_tabular.tex <==
% Auto-generated results table
\begin{tabular}{lr}
\hline
Metric & Value \\
\hline
\multicolumn{2}{l}{\textbf{Power}} \\
Leakage component of the power & about 4 nW \\
Power density normalized to cell area & 1100 nW/µm² \\
Sum of internal, switching and leakage power & 9.64 mW \\
Peak ir drop on the vdd network & 0.775 mV \\
\multicolumn{2}{l}{\textbf{Place}} \\
Gpl congestion & 0.815 \\
Detailed placement HPWL & 9130 µm \\
Cells after DPL & 766 \\
Setup slack at placement & 230 ps \\
Total of buffers placed on input and output ports & between 200 and 300 \\
Post-place instance area & 8190 µm² \\
\multicolumn{2}{l}{\textbf{CTS}} \\
CTS clk-pin slew, worst paths & 60 ps \\
Max Buffers Root-to-Sink & 2 \\
Number of clock buffers inserted by TritonCTS & 17 \\
CTS Root Cell & clkbuf\_16 \\
Insertion delay at the late pin of the worst-skew pair & 400 ps \\
CTS tree & done \\
Number of levels the H-tree was split into & 4 \\
Total clock sinks & 134 \\
\multicolumn{2}{l}{\textbf{Setup path}} \\
CP Capture Point & r0data[45] \\
Total stage count of the critical path & 1 \\
Crit Reg-Reg Startpoint & r1data[10] \\
Critical path launch point & r0data[45] \\
CP Data Arrival Time & 1060 ps \\
Setup crit start kind & flop \\
Cell family contributing the most delay on the critical path & flip-flops \\
Slowest cell on the critical path & dfrtp\_1 \\
Required @ worst endpoint & 1200 ps \\
Register-to-register setup slack & 620 ps \\
Classification of the worst setup path & reg2out \\
Crit. End Element & primary output \\
Worst path bufs/invs & 1 \\
Depth of the worst register-to-register path & 2 \\
Largest fanout on the critical path & 2 \\
Cells traversed along the worst timing path & dlygate4sd2\_1 \\
Worst stage delay on the critical path & 400 ps \\
Crit Reg-Reg Endpoint & r1data[10] \\
\multicolumn{2}{l}{\textbf{Run}} \\
Total number of warnings across the stage logs & 25 \\
Max-capacitance violation count & 0 \\
\multicolumn{2}{l}{\textbf{Cells and area}} \\
Number of fill cells & 1416 \\
Area delta synth->final & 68.9\% \\
Final design area excluding fillers & 8800 µm² \\
Layout Cells excl Fill & 826 \\
Utilization after layout & 52.5\% \\
Most numerous logic cells after layout & dfrtp\_1, clkdlybuf4s50\_1, dlygate4sd2\_1 \\
Share of cells above drive strength 1 & 32.7\% \\
\multicolumn{2}{l}{\textbf{Timing}} \\
Hold WS & 234 ps \\
Setup slack of the critical path after layout & approximately 140 ps \\
Final worst path period need & 1360 ps \\
Setup repair after global routing missed its margin & false \\
Fin crit share & roughly nine tenths \\
Count of final setup violators & 0 \\
Highest clock frequency the design can meet & 737 MHz \\
Hold Vio Cnt, Final & 0 \\
Number of pins with negative max-slew slack in the final report & 0 \\
Sum of negative setup slack & 0 ps \\
Final setup skew & 0 ps \\
Transition time at the pin with the least slew margin & 1010 ps \\
Slew margin rel. & 32.3\% \\
\multicolumn{2}{l}{\textbf{GRT}} \\
Remaining Overflow, GRT & 0 \\
Global-route wire length before repair & 20600 µm \\
Via count of the first global-routing pass & 3848 \\
Number of antenna violations at the first check in global routing & 0 \\
Pin count of the biggest net entering global routing & roughly 42 \\
Total GRT Usage & 15.2\% \\
\multicolumn{2}{l}{\textbf{Floorplanning}} \\
\# IOs & 271 \\
Starting density of the core & 31.1\% \\
Die extent in x & 134 µm \\
Die Footprint & 17900 µm² \\
Core region area & between 15000 and 20000 µm² \\
FP Rows & around 47 \\
Die boundary height & $\sim$130 µm \\
\multicolumn{2}{l}{\textbf{Status}} \\
Status & finished clean \\
\multicolumn{2}{l}{\textbf{Synthesis}} \\
Mean instance size in the synthesized netlist & 18.4 µm² \\
Chip area from the yosys synthesis statistics & 5210 µm² \\
Cell area after synthesis & 5210 µm² \\
Synthesis Warnings & 1 \\
Count of instantiated cells in the yosys netlist & 283 \\
Post-synthesis sequential area ratio & 64.3\% \\
Count of state elements after synthesis & 134 \\
Distinct cell type count of the synthesized netlist & 5 \\
Number of cells produced by synthesis & 283 \\
\multicolumn{2}{l}{\textbf{Min path}} \\
Path type of the worst min-delay path & in2reg \\
\multicolumn{2}{l}{\textbf{Detailed routing}} \\
Remaining routing DRC violations & 0 \\
Via/cell ratio & 4.28 \\
Routed wirelength normalized by instance count & 15.5 µm \\
Diodes inserted & 0 \\
Final wirelength & 12800 µm \\
Total via count after detailed routing & 3532 \\
Detailed Routing Iterations Pass 1 & 4 \\
Detailed Route Iter0 Violations & 84 \\
Final antenna-violating net count & 0 \\
\hline
\end{tabular}
[cells in the mapped netlist]
cell type | n | share of area, %
buf_6 | 8 | 1.7
mux2_4 | 60 | 17
buf_2 | 7 | 0.67
dfrtp_1 | 134 | 64
mux2_2 | 74 | 16
[cells by family (layout without fill, tap and decap cells)]
| kind of cell | after synthesis | count (layout) | share of synthesized area, % |
|---|---|---|---|
| multiplexers | 134 | 134 | 33.3 |
| buffers and inverters | 15 | 338 | 2.40 |
| flip-flops | 134 | 134 | 64.3 |
[cell type report]
type	count	area (µm²)	area share [%]
sequential	134	3350	38.1
timing repair buffer	307	2880	32.7
multi-input combinational	134	1730	19.7
clock buffer	22	454	5.16
tap	220	275	3.13
clock inverter	9	104	1.18
[worst min-delay path by stage]
stage | startpoint | endpoint | slack [ps] | cells after the start
final | en_reg | r0data[50] | 230 | 2
after global routing | en_reg | r0data[50] | 230 | 2
after CTS | en_reg | r0data[50] | 210 | 2
[what timing repair did]
| item | in CTS | in global routing |
|---|---|---|
| resized | 134 | 0 |
| hold endpoints to repair | 22 | 0 |
| setup buffers | 27 | 0 |
| hold buffers | 2 | 0 |
| endpoints found under the setup margin | 134 | 0 |
[per-layer routing]
metal | track usage, % | vias to the layer above | wire length, µm
met2 | 23.7 | 154 | 6090
met3 | 6.21 | 9 | 1330
met5 | 0 | - | 0
met4 | 1.89 | 0 | 151
met1 | 21.1 | 1748 | 5260
li1 | - | 1621 | -
[sequential cells by signal, indices dropped and copies added, names as in the netlist]
name    cells
r1data     64
WMemEn      1
r0data     64
WReg1       4
WRegEn      1
[where the power goes]
| group | switching (mW) | internal (mW) | leakage [nW] |
|---|---|---|---|
| logic | 0.393 | 1.17 | 2.23 |
| registers | 0.168 | 3.98 | 1.57 |
| clock network | 1.46 | 2.47 | 0.270 |
| total | 2.02 | 7.62 | 4.07 |
Power and IR drop assume default switching activity.
